### ./design.v
module DIGITS (
	input clk,
	input W_RST,
	input W_CLK,
	input wire[31:0] W_ADDR,
	input wire[31:0] W_DAT_I,
	output reg[31:0] W_DAT_O,
	output wire W_ACK,
	output reg[7:0] hex,
	output reg[7:0] dig
);
parameter addr = 32'h0000_0000;
reg ack;
reg [31:0] data;
wire [3:0] char;
reg [31:0] new_data;
assign char = data[3:0];
assign W_ACK = ack;
initial
begin
	data = 32'h01234567;
	dig = ~8'b0000_0001;
end
always @(posedge W_CLK)
begin
	new_data = W_DAT_I;
end
always @(posedge clk)
begin
	if (dig == ~8'b0000_0010)
		data = new_data;
	else
		data = {data[3:0], data[31:4]};
	dig = {dig[0], dig[7:1]};
	case (char)
			0: hex<=8'b00000011;
			1: hex<=8'b10011111;
			2: hex<=8'b00100101;
			3: hex<=8'b00001101;
			4: hex<=8'b10011001;
			5: hex<=8'b01001001;  
			6: hex<=8'b01000001; 
			7: hex<=8'b00011111;
			8: hex<=8'b00000001;
			9: hex<=8'b00001001;
			10:hex<=8'b00010001;
			11:hex<=8'b11000001;
			12:hex<=8'b01100011;
			13:hex<=8'b10000101;
			14:hex<=8'b01100001;
			15:hex<=8'b01110001;
	endcase
end
endmodule
### ./run.sh
#!/bin/bash
# OpenROAD 26Q1-2900-gdf79404cd8, Yosys 0.63+post, stock flow scripts
make -C /OpenROAD-flow-scripts/flow DESIGN_CONFIG=/design/flow/config.mk WORK_HOME=/design/flow/orfs finish
### ./config.mk
export PLATFORM = sky130hd
export DESIGN_NAME = DIGITS
export DESIGN_NICKNAME = DIGITS
export VERILOG_FILES = /design/flow/design.v
export SDC_FILE = /design/flow/constraint.sdc
export NUM_CORES = 4
export LEC_CHECK = 1
export CORE_UTILIZATION = 30
### ./constraint.sdc
current_design DIGITS

set clk_period 2.9
set clk_io_pct 0.2

create_clock -name clk0 -period $clk_period [get_ports {W_CLK}]
create_clock -name clk1 -period $clk_period [get_ports {clk}]

set non_clock_inputs [all_inputs -no_clocks]
set_input_delay [expr $clk_period * $clk_io_pct] -clock clk0 $non_clock_inputs
set_output_delay [expr $clk_period * $clk_io_pct] -clock clk0 [all_outputs]
==> results.sh <==
# physical design summary
export IMPL_run_status="completed"
export IMPL_synth_seq_cells=79
export IMPL_synthesis_instances=187
export IMPL_synthesis_yosys_warnings=34
export IMPL_synth_cell_area_sq_um=2700
export IMPL_grt_overflow=0
export IMPL_first_pass_grt_wire_length_um=5940
export IMPL_number_of_antenna_violations_at_the_first_check_in_global_routing=0
export IMPL_cts_sinks=79
export IMPL_critical_path_top_delay_family="buffers and inverters"
export IMPL_antenna_left=0
export IMPL_synth_seq_area_share=0.586
export IMPL_synth_cell_type_count=22
export IMPL_detailedRoute_firstIterationViolations=13
export IMPL_cp_data_required_time_ns=2.32
export IMPL_power_leakage_nw=1.40
export IMPL_postLayoutSetupSlackWorst_ns=1.11
export IMPL_first_global_vias=1206
export IMPL_num_io_pins=116
export IMPL_ys_flop_type="dfxtp_1"
export IMPL_final_hold_slack_ns=0.374
export IMPL_rr_endpoint="data[0]"
export IMPL_count_of_cells_resized_by_post_cts_repair=0
export IMPL_async_reset_ff_frac=0
export IMPL_power_mw=2.00
export IMPL_finalMaxSlewViolations=0
export IMPL_cp_end_kind="output pin"
export IMPL_yosysCellCount=187
export IMPL_timing_hold_violations_final=0
export IMPL_element_type_at_the_critical_path_start="flip-flop"
export IMPL_log_warning_count=65
export IMPL_hpwl_um=2490
export IMPL_core_area_sq_um=8720
export IMPL_fillCellCount=813
export IMPL_min_delay_start="dig[1]"
export IMPL_timing_critical_path_arrival_ns=1.21
export IMPL_rsz0062_at_grt="false"
export IMPL_synth_largest_area_cell="dfxtp_1"
export IMPL_worst_ir_drop_vdd_uv=278
export IMPL_route_final_wire_length_um=3710
export IMPL_die_area_sq_um=9380
export IMPL_hold_buffers=0
export IMPL_share_of_post_route_cells_with_drive_strength_above_1=0.211
export IMPL_crit_chain="clkdlybuf4s50_1"
export IMPL_drt_pre_antenna_iters=3
export IMPL_cts_tree="built"
export IMPL_diode_count=0
export IMPL_route_vias_total=1259
export IMPL_area_growth_pct=22.5
export IMPL_synth_edff_count=0
export IMPL_max_slew_margin=0.500
export IMPL_post_synth_top_area_fraction=0.586
export IMPL_floorplan_die_width_um=96.9
export IMPL_timing_critical_path_slowest_cell_delay_ns=0.49
export IMPL_grt_max_degree=33
export IMPL_remaining_drcs=0
export IMPL_hold_path_endpoint="dig[0]"
export IMPL_core_rowCount=34
export IMPL_post_cts_setup_buffers=0
export IMPL_syn_avg_cell_area_sq_um=14.4
export IMPL_regToRegStartpoint="dig[5]"
export IMPL_worst_setup_slack_for_register_to_register_paths_ns=1.19
export IMPL_grt_usage=0.0835
export IMPL_max_cap_violations=0
export IMPL_dieHeight_um=96.9
export IMPL_timing_hold_worst_class="reg2reg"
export IMPL_total_negative_setup_slack_ns=0
export IMPL_crit_path_class="reg2out"
export IMPL_comb_area_sq_um=901
export IMPL_initial_utilization=0.310
export IMPL_routed_via_density=3.60
export IMPL_clk_pin_slew_worst_paths_ns=0.09
export IMPL_worst_clock_skew_ns=0.00848
export IMPL_bufs_and_invs_on_worst_path=1
export IMPL_wl_per_cell_um=10.6
export IMPL_rr_worst_depth=3
export IMPL_synth_chip_area_sq_um=2700
export IMPL_place_worst_setup_slack_ns=1.18
export IMPL_slowest_stage="clkdlybuf4s50_1"
export IMPL_gp_congestion=0.742
export IMPL_synthTopCellsByArea="dfxtp_1, mux2_4, buf_4"
export IMPL_holdPathStages=0
export IMPL_power_per_cell_area_nw_per_um2=605
export IMPL_worst_slew_pin_transition_ns=0.750
export IMPL_port_buffers=47
export IMPL_final_seq_area_sq_um=1580
export IMPL_timing_critical_path_fanout_max=3
export IMPL_setup_violations_final=0
export IMPL_fin_util=0.379
-- worst max path at each step --
stage / startpoint / to / slack (ns) / cells after the start
CTS: dig[5] / dig[5] / 1.08 / 1
finish: dig[5] / dig[5] / 1.11 / 1
global route: dig[5] / dig[5] / 1.04 / 1
-- layout make-up --
class	instances	share of cell area
Sequential cell	79	0.478
Clock inverter	3	0.0132
Clock buffer	12	0.0499
Inverter	3	0.00340
Tap cell	108	0.0408
Multi-Input combinational cell	98	0.272
Timing Repair Buffer	47	0.142
-- state kept, by name (all words and copies together) (netlist names) --
signal    flops
data         32
new_data     32
dig           8
hex           7
-- routing by layer --
layer | routed length (um) | GRT usage | vias up | part of all wire
li1 | - | - | 645 | -
met1 | 1730 | 0.124 | 556 | 0.46
met2 | 1630 | 0.119 | 51 | 0.44
met3 | 290 | 0.0324 | 7 | 0.078
met4 | 68 | 0.0172 | 0 | 0.018
met5 | 0 | 0 | - | 0
-- Yosys cell counts (all sizes together), types with 2 or more instances --
master / n
mux2: 32
inv: 3
mux2i: 5
ha: 7
conb: 2
o21ai: 2
a21oi: 2
buf: 38
dfxtp: 79
nor2: 8
-- metrics by stage --
| stage | instances | cell area [sq um] |
|---|---|---|
| after floorplan | 219 | 2820 |
| after global placement | 335 | 3100 |
| after detailed placement | 335 | 3100 |
| after CTS | 350 | 3310 |
| after global routing | 350 | 3310 |
| final | 350 | 3310 |
-- logic make-up (layout without fill, tap and decap cells) --
| logic type | Yosys count | after routing | share of synthesized area |
|---|---|---|---|
| adder cells (fa/ha/maj) | 7 | 7 | 0.0324 |
| AND/OR/NAND/NOR | 13 | 13 | 0.0375 |
| multiplexers | 38 | 38 | 0.202 |
| flip-flops | 79 | 79 | 0.586 |
| AND-OR/OR-AND | 6 | 6 | 0.0144 |
| buffers and inverters | 42 | 65 | 0.125 |
| other | 2 | 34 | 0.00278 |
-- power breakdown --
group / switching, mW / internal (mW) / total [mW]
clock network: 0.375 / 0.468 / 0.843
registers: 0.00575 / 1.11 / 1.11
logic: 0.00628 / 0.0379 / 0.0442
-- cells in the final DEF (no fill, tap or decap), types with 2 or more instances in the layout --
master	instances
dfxtp_1	79
clkdlybuf4s50_1	47
conb_1	34
mux2_4	30
clkbuf_8	12
nor2_1	7
ha_1	7
mux2i_1	5
inv_1	3
mux2_2	2
o21ai_0	2
a21oi_1	2
Power and IR drop assume default switching activity.
