`flow/design.v`:
```
module VGA_ADAPTER(input clk, output vga_h_sync, output vga_v_sync, 
input RD,
input GD,
input BD,
input [9:0] res_x,
input [8:0] res_y,
output [9:0] x,
output [8:0] y,
output R,
output G,
output B);
reg [9:0] CounterX;
reg [8:0] CounterY;
reg vga_HS, vga_VS;
wire CounterXmaxed = (CounterX == res_x);
wire CounterYmaxed = (CounterY == res_y);
assign x = CounterX;
assign y = CounterY;
assign vga_h_sync = ~vga_HS;
assign vga_v_sync = ~ vga_VS;
assign R = RD;
assign G = GD;
assign B = BD;
always @(posedge clk)
if (CounterXmaxed)
	CounterX <= 0;
else
	CounterX <= CounterX + 10'b1;
always @(posedge clk)
if (CounterXmaxed)
	if (CounterYmaxed)
		CounterY <= 0;
	else
		CounterY <= CounterY + 9'b1;
always @(posedge clk)	
begin
	vga_HS <= (CounterX[9:3] == 0);
	vga_VS <= (CounterY == 0);
end
endmodule
```
`flow/run.sh`:
```
#!/bin/bash
# OpenROAD 26Q1-2900-gdf79404cd8, Yosys 0.63+post, stock flow scripts
make -C /OpenROAD-flow-scripts/flow DESIGN_CONFIG=/design/flow/config.mk WORK_HOME=/design/flow/orfs finish
```
`flow/config.mk`:
```
export PLATFORM = sky130hd
export DESIGN_NAME = VGA_ADAPTER
export DESIGN_NICKNAME = VGA_ADAPTER
export VERILOG_FILES = /design/flow/design.v
export SDC_FILE = /design/flow/constraint.sdc
export NUM_CORES = 4
export LEC_CHECK = 1
export CORE_UTILIZATION = 30
```
`flow/constraint.sdc`:
```
current_design VGA_ADAPTER

set clk_period 3.3
set clk_io_pct 0.2

create_clock -name clk0 -period $clk_period [get_ports {clk}]

set non_clock_inputs [all_inputs -no_clocks]
set_input_delay [expr $clk_period * $clk_io_pct] -clock clk0 $non_clock_inputs
set_output_delay [expr $clk_period * $clk_io_pct] -clock clk0 [all_outputs]
```
==> qor.txt <==
Status: completed
Sequential area share after synthesis: 43.7%
Biggest fanout along the worst timing path: 9
Final number of setup-violating endpoints: 0
Layout Cells excl Fill: 202
Number of top-level pins: 47
Critical path, cell by cell: clkdlybuf4s50_1, xnor2_1, nand3_1, nor4_4, nor2b_1
Least setup slack across all paths after layout: 1.32 ns
Ys flops: 21
GRT Total Usage: 12.9%
Clock Latency Late Sink: 0.25 ns
Number of buffers and inverters on the critical path: 1
Iter 0 DRT Violations: 30
WS Path Type: primary input to flop
Total number of H-tree levels: 1
Share of final-layout standard cells stronger than drive strength 1: 3.90%
Most frequently placed logic cells in the final layout: sky130_fd_sc_hd__clkdlybuf4s50_1, sky130_fd_sc_hd__xnor2_1, sky130_fd_sc_hd__nor2_1
Skew final: 0.00317 ns
Fin. Hold Viols: 0
Number of maximum-capacitance violations: 0
Placeable core region: 3690 um2
Period utilisation layout: 60.1%
Row cnt: 22
Distinct cells, synth: 21
Required time reported for the critical path endpoint: 3.29 ns
Total Routed Length: 2420 um
PwrDens: 511 nW/um2
Mean Syn Cell Area: 10.2 um2
CTS Buf Count: 3
Total die size: 4140 um2
Port buffer count: 40
Vias: 926
Max-slew violations: 0
Most area-hungry cell type in the Yosys netlist: sky130_fd_sc_hd__edfxtp_1
Gr ovfl total: 0
Number of sinks handled by clock tree synthesis: 21
Area of the synthesized netlist per yosys stat: 1170 um2
Global-route wire length before repair: 4160 um
Number of instances in the synthesized netlist: 115
Startpoint class of the critical path: primary input
Setup fix buffers added after clock tree synthesis: 0
Clock Path Buffers: 2
Antenna diodes: 0
Crit-path leading delay family: simple AND/OR/NAND/NOR gates
Cell with the largest stage delay on the worst path: sky130_fd_sc_hd__nor4_4
Initial antenna violation count: 0
Top area cells in the synthesized netlist: sky130_fd_sc_hd__edfxtp_1, sky130_fd_sc_hd__dfxtp_1, sky130_fd_sc_hd__xnor2_1
Cell area after synthesis: 1170 um2
Clock transition at the registers of the reported paths: 0.07 ns
Vias in the first global route: 896
Post-cts sizing count: 0
RSZ-0062 raised after global routing: false
Die X: 64.4 um
Routability congestion estimate from global placement: 0.758
DRC violation count after routing: 0
Kind of capture point of the worst setup path: flop
Largest net degree at the start of global routing: 20
Final setup TNS: 0 ns
Post-route minimum period: 1.98 ns
Warning total across the stage logs: 26
Yosys synthesis warning count: 1
CTS hold repair buffers: 0
Delay of the slowest cell on the worst path: 0.49 ns
Fraction of post-synthesis cell area in the top cell type by area: 23.2%
Pre-CTS setup slack: 1.04 ns
Final HPWL from detailed placement: 1740 um
FMAX: 504 MHz
Arr. time, crit path: 1.97 ns
Utilization of the core after routing: 44.5%
Clock tree root buffer cell: sky130_fd_sc_hd__clkbuf_8
IR drop worst, VDD: 0.000284 V
Synthesis-to-layout area growth: 40.5%
Transition time at the pin with the least slew margin: 0.529 ns
1st-pass router iterations: 4
Path class of the lowest-slack min-delay path: flop to flop
Leakage component of the power: 0.588 nW
Most common library cell in the layout ignoring fill and taps: sky130_fd_sc_hd__clkdlybuf4s50_1
Average wire length per cell after detail routing: 12.0 um
Avg Vias per Cell: 4.58
Worst max-slew margin expressed relative to the limit: 64.4%
Tally of nets with antenna violations remaining after routing: 0
Total instance count after detailed placement: 198
Die y size: 64.4 um
Total cells reported by yosys after synthesis: 115
TritonCTS clock tree: built
Initial standard-cell utilization of the core: 31.6%
cells in the mapped netlist (all sizes together):
master,instances
and3,3
and4,2
and4b,1
buf,5
clkbuf,1
dfxtp,12
edfxtp,9
ha,3
inv,4
nand2,2
nand3,7
nand4,7
nor2,18
nor2b,2
nor4,4
or4,1
xnor2,18
xor2,16
registers in the layout, summed over array words and instances, names as in the netlist:
signal and flops:
CounterX 10, CounterY 9, vga_HS 1, vga_VS 1
final timing paths:
path                                  start          end  slack, ns  cells past startpoint
worst min-delay path            CounterX[0]  CounterX[0]       0.49                      1
worst min register to register  CounterX[0]  CounterX[0]       0.49                      1
worst max register to register  CounterY[0]  CounterY[1]       1.58                      4
worst max-delay path               res_y[8]  CounterY[1]       1.32                      5
area by class of cell:
class / instances / area, um2
tap: 48 / 60.1
multi-input combinational: 84 / 602
clock buffer: 4 / 45.0
inverter: 4 / 15.0
sequential: 21 / 510
timing repair buffer: 41 / 408
fill: 359 / 2050
per-stage QoR:
stage	total power [W]	hold WS (ns)	cell area, um2
2_1_floorplan	0.000531	0.436	1170
3_3_place_gp	0.000681	0.477	1600
3_5_place_dp	0.000681	0.482	1600
4_1_cts	0.000850	0.501	1640
5_1_grt	0.000906	0.543	1640
6_report	0.000838	0.494	1640
logic make-up after synthesis:
logic type               share of synthesized area [%]
XOR/XNOR                                          25.5
adder cells (fa/ha/maj)                           3.22
buffers and inverters                             4.71
flip-flops                                        43.7
AND/OR/NAND/NOR                                   22.8
metal layers:
metal | GRT usage [%] | wire length (um) | vias up | share of wire, %
met5 | 0 | 0 | - | 0
met3 | 2.17 | 203 | 2 | 8.4
met1 | 20.3 | 1130 | 417 | 47
li1 | - | - | 468 | -
met2 | 19.6 | 1080 | 39 | 45
met4 | 1.67 | 11 | 0 | 0.45
power by group:
group	switching [W]	leakage [nW]	internal (W)
clock	0.0000758	0.0228	0.0000857
sequential	0.0000881	0.180	0.000322
combinational	0.0000819	0.385	0.000185
total	0.000246	0.588	0.000592
No activity file was given, so power comes from the tool's default toggle rates.
