### flow/run.sh
#!/bin/bash
# OpenROAD 26Q1-2900-gdf79404cd8, Yosys 0.63+post, stock flow scripts
make -C /OpenROAD-flow-scripts/flow DESIGN_CONFIG=/design/flow/config.mk WORK_HOME=/design/flow/orfs finish
### flow/config.mk
export PLATFORM = sky130hd
export DESIGN_NAME = CPU
export DESIGN_NICKNAME = CPU
export VERILOG_FILES = /design/flow/design.v
export SDC_FILE = /design/flow/constraint.sdc
export NUM_CORES = 4
export LEC_CHECK = 1
export CORE_AREA = 10 10 83 83
export DIE_AREA = 0 0 93 93
### flow/constraint.sdc
current_design CPU

set clk_period 1.6
set clk_io_pct 0.2

create_clock -name clk0 -period $clk_period [get_ports {W_CLK}]
create_clock -name clk1 -period $clk_period [get_ports {clk}]

set non_clock_inputs [all_inputs -no_clocks]
set_input_delay [expr $clk_period * $clk_io_pct] -clock clk0 $non_clock_inputs
set_output_delay [expr $clk_period * $clk_io_pct] -clock clk0 [all_outputs]
### flow/design.v
module ALU(
   input signed [31:0] x,
   input signed [31:0] y,
   input carry,
   output wire [31:0] summ,
   output wire ocarry,
   output wire [31:0] mult_h,
   output wire [31:0] mult_l,
   output wire [31:0] zand, zor, zxor, znot,
   output wire [31:0] sub, ashiftl, ashiftr,
   output wire [31:0] lshiftl, lshiftr,
   output wire [31:0] revers
);
assign {ocarry, summ} = x + y + carry;
assign {mult_h, mult_l} = x * y;
assign zand = x & y;
assign zor = x | y;
assign zxor = x ^ y;
assign znot = ~x;
assign sub = x - y + carry;
assign ashiftl = x <<< y;
assign ashiftr = x >>> y;
assign lshiftl = x << y;
assign lshiftr = x >> y;
genvar i;
for (i = 0; i < 32; i = i + 1) assign revers[i] = x[31 - i];
endmodule
module CPU (
	input clk,
	input W_RST,
	input W_CLK,
	input wire [31:0] W_DATA_I,
	input W_ACK,
	output wire [31:0] W_DATA_O,
	output wire [31:0] W_ADDR,
	output wire W_WRITE
);
reg [4:0] state;
reg [31:0] PC;
reg [31:0] command;
reg [31:0] op1, op2, st_op;
reg signed [31:0] reg_a, reg_b;
wire [31:0] reg_c;
reg skip;
reg [31:0] f_op1, f_op2, f_op3, f_store;
reg [31:0] f_data_i;
reg f_enable;
reg f_write_enable;
wire f_ack;
wire [31:0] f_data_o;
reg [1:0] thread;
reg [31:0] addr;
reg alu_carry;
wire alu_ocarry;
wire [31:0] alu_summ, alu_sub, alu_ashiftl, alu_ashiftr;
wire [31:0] alu_lshiftl, alu_lshiftr;
wire [31:0] alu_mult_h;
wire [31:0] alu_mult_l;
wire [31:0] alu_zand, alu_zor, alu_zxor, alu_znot;
wire [31:0] alu_revers;
ALU alu_module(
        reg_a,
	reg_b, 
	alu_carry, 
	alu_summ, 
	alu_ocarry, 
        alu_mult_h, 
	alu_mult_l, 
	alu_zand, 
	alu_zor, 
	alu_zxor, 
	alu_znot,
        alu_sub, 
	alu_ashiftl, 
	alu_ashiftr, 
	alu_lshiftl, 
	alu_lshiftr,
	alu_revers
	);
FETCH fetch_module(
	clk, 
	f_enable, 
	f_write_enable,
	addr,
	f_data_i,
	thread,
	f_data_o,
	f_ack,
	W_CLK,
	W_ACK,
	W_DATA_I,
	W_DATA_O,
	W_ADDR,
	W_WRITE);
initial
begin
  thread <= 2'b0;
end
always @(posedge clk)
begin
  case (state)
    5'd0:
      begin
        state <= 5'd1;  
      end
    5'd1:
      begin
        state <= 5'd2;
	addr <= PC;
	f_enable <= 1'b1;
	f_write_enable <= 1'b0;
      end
    5'd2:  
      if (f_ack)
        begin
          state <= 5'd3;
	  f_enable <= 1'b0;
	  command <= f_data_o;
        end
    5'd3:
      begin
        if (skip)
        begin
          PC <= PC + 32'd4;
          state <= 5'd0;
        end
        else
        if (f_op1)
          state <= 5'd4;
        else
          state <= 5'd14;
      end
    5'd4:
      begin
        f_enable <= 1'b1;
	addr <= PC + 32'h1;
        state <= 5'd5;
      end
    5'd5:
      if (f_ack)
      begin
        f_enable <= 1'b0;
	st_op <= f_data_o;
        if (f_op2)
          state <= 5'd6;
        else
          state <= 5'd10;
      end
    5'd6:
      begin
        f_enable <= 1'b1;
	addr <= PC + 32'h2;
        state <= 5'd7;
      end
    5'd7:
      if (f_ack)
        begin
	  f_enable <= 1'b0;
	  op1 <= f_data_o;
          if (f_op3)
            state <= 5'd8;
          else
            state <= 5'd10;
        end
    5'd8:
      begin
        f_enable <= 1'b1;
	addr <= PC + 32'h3;
        state <= 5'd9;
      end
    5'd9:
      if (f_ack)
        begin
	  f_enable <= 1'b0;
	  op2 <= f_data_o;
          state <= 5'd10;
        end
    5'd10:
      begin
        addr <= op1;
	f_enable <= 1'b1;
        state <= 5'd11;
      end
    5'd11:
      if (f_ack)
        begin
	  f_enable <= 1'b1;
	  reg_a <= f_data_o;
          if (f_op3)
       	    state <= 5'd12;
          else
           state <= 5'd14;
        end
    5'd12:
      begin
        state <= 5'd13;
      end
    5'd13:
      if (f_ack)
      begin
        f_enable <= 1'b0;
	reg_b <= f_data_o;
        state <= 5'd14;  
      end
    5'd14:
      begin
        if (f_store)
          state <= 5'd15;
        else
          state <= 5'd17;
      end
    5'd15:
      begin
        f_enable <= 1'b1;
        f_write_enable <= 1'b1;
	f_data_i <= reg_c;
        state <= 5'd16;
      end
    5'd16:
      if (f_ack)
      begin
        f_enable <= 1'b0;
        f_write_enable <= 1'b0;
        state <= 5'd17;
      end
    5'd17:
      begin
        state <= 5'd0;
      end
  endcase
end
endmodule
module FETCH(
  input clk,
  input f_enable,
  input write_mode,
  input [31:0] addr,
  input [31:0] data_i,
  input [1:0] thread,
  output reg [31:0] data_o,
  output reg ack,
  input W_CLK,
  input W_ACK,
  input [31:0] W_DATA_I,
  output reg [31:0] W_DATA_O,
  output reg [31:0] W_ADDR,
  output reg W_WRITE
);
reg read_from_bus;
reg [1:0] state;  
reg [1:0] w_state;
reg w_buff;
reg w_ack_local;
wire [4:0] reg_select;
reg [31:0] registers[0:32];
assign reg_select = {thread, addr[2:0]}; 
initial
begin
 state <= 2'b00;
 w_state <= 2'b00;
 data_o <= 0;
 ack <= 0;
end
always @(posedge clk)
begin
  case (state)
    2'b00:
      if (f_enable)
      begin
        if (addr[31:28] == 4'hF)
	  begin
	    if (write_mode)
	      registers[reg_select] <= data_i;
	    else
	      data_o <= registers[reg_select];
	    ack <= 1;
	  end
	  else
	  begin
            read_from_bus <= 1;
	    state <= 2'b01;
	  end
       end
       else
         ack <= 0;
    2'b01:  
       begin
         if (w_ack_local)
         begin
          data_o <= w_buff;
	  ack <= 1;
          state <= 2'b00;
        end
       end
  endcase
end
always @(posedge W_CLK)
begin
  if (read_from_bus)
   case (w_state)
     2'b00:
       begin
	 W_ADDR <= addr;
	 w_state <= 2'b01;
	 W_DATA_O <= data_i;
	 W_WRITE <= write_mode;
      end
    2'b01:
     if (W_ACK)  
       begin
         w_buff <= W_DATA_I;
         w_ack_local <= 1;
	 w_state <= 2'b10;
       end
    2'b10:
     begin
       w_ack_local <= 0;
       w_state <= 2'b00;
       W_ADDR <= 32'hz;
     end
    default:
     w_ack_local <= 0;
   endcase
end
endmodule
==> reports/qor.log <==
[synth] number of warnings printed during yosys synthesis 164
[sta] number of failing setup endpoints in the final timing report 0
[global_routing] Remaining Overflow, GRT 0
[cells_and_area] fraction of final layout cells with drive strength greater than 1 7.042%
[synth] Async SR Flop Fraction 0%
[critical_path] Setup CP Type reg -> reg
[global_routing] antenna violations before repair 0
[run_status] run status finished, final reports clean
[critical_path] Critical Path End Type flop
[route] number of vias per cell 3.104
[route] DRC violations left 0
[place] DP HPWL 1687 microns
[clock_network] clock tree from TritonCTS built
[clock_network] clock transition at the registers of the reported paths 70 ps
[power] worst-case vdd ir drop 0.4917 mV
[power] leakage power of the design 0.0006828 uW
[route] overall routed net length 1928 microns
[synth] number of instances in the synthesized netlist 132
[place] count of buffers inserted at the top-level ports 4
[floorplanning] Core Density at Floorplan 27.53%
[route] antenna viol nets, final 0
[floorplanning] area of the chip 8649 sq um
[critical_path] critical path startpoint category flop
[route] Starting DRT DRC Count 7
[critical_path] Arrival @ worst endpoint 1340 ps
[clock_network] Gates resized, CTS repair 0
[floorplanning] die span in y 93 microns
[critical_path] peak fanout along the critical path 3
[run] number of maximum-capacitance violations 0
[global_routing] via count of the first global-routing pass 755
[sta] Fin. Hold Viols 0
[synth] yosys synthesis chip area 1415 sq um
[clock_network] Hold-fix buffers, CTS 0
[synth] cell with the most instances after synthesis sky130_fd_sc_hd__buf_4
[route] DR WL/cell 9.094 microns
[sta] final worst clock skew 7.397 ps
[route] number of inserted diodes 0
[cells_and_area] area delta synth->final -1.680%
[synth] most area-hungry cell type in the Yosys netlist sky130_fd_sc_hd__buf_4
[cells_and_area] Filler Cell Count 557
[cells_and_area] Layout Utilization 27.07%
[synth] number of flops mapped to enable cells by yosys 13
[sta] Slew Viols, Final 0
[synth] post-synthesis instance area 1415 sq um
[place] routability cong. 0.7481
[floorplanning] floorplan row count 26
[worst_hold_path] Hold Crit Class reg -> reg
[synth] Avg Cell Area, Syn 10.72 sq um
[route] via total after detailed routing 658
[synth] cell total in the yosys stat output 132
[global_routing] Global Route Usage Sum 4.205%
[synth] post-synthesis sequential area ratio 47.39%
[run] number of warnings the tools reported 61
[clock_network] clock sink total 27
[synth] top post-synthesis cells by count sky130_fd_sc_hd__buf_4, sky130_fd_sc_hd__dfxtp_1, sky130_fd_sc_hd__edfxtp_1
[sta] unrepaired setup endpoints after global routing no
[synth] leading register cell type out of synthesis sky130_fd_sc_hd__dfxtp_1
[power] power per standard cell area 1160 nW/um^2
[global_routing] wire length of the first global-routing pass 3070 microns
[synth] fraction of synthesized cell area taken by the top area cell type 33.42%
[critical_path] endpoint required time on the critical path 1620 ps
[global_routing] largest net degree at the start of global routing 14
[sta] sum of negative setup slack 0 ps
[route] count of TritonRoute iterations in the first routing pass 2
[synth] number of storage elements in the synthesis netlist 27
[floorplanning] Floorplan Core Area 5140 sq um
[floorplanning] number of primary I/O pins 101
[floorplanning] die boundary width 93 microns
[synth] number of distinct library cells after synthesis 21
[synth] largest cells by area after synthesis sky130_fd_sc_hd__buf_4, sky130_fd_sc_hd__edfxtp_1, sky130_fd_sc_hd__dfxtp_1
[clock_network] buffers inserted during post-CTS setup optimization 0
-- critical path, cell delays in order (launching register included) --
cell	delay (ps)
sky130_fd_sc_hd__dfxtp_1	320
sky130_fd_sc_hd__or2_1	230
sky130_fd_sc_hd__or3_4	340
sky130_fd_sc_hd__a31o_1	190
-- layout by cell type, fill, tap and decap left out --
cell / netlist / final
sky130_fd_sc_hd__edfxtp_1: 13 / 13
sky130_fd_sc_hd__or3_4: 1 / 1
sky130_fd_sc_hd__nor2_1: 5 / 5
sky130_fd_sc_hd__nor2b_1: 3 / 3
sky130_fd_sc_hd__clkdlybuf4s50_1: 0 / 4
sky130_fd_sc_hd__a21o_1: 5 / 5
sky130_fd_sc_hd__inv_2: 1 / 1
sky130_fd_sc_hd__and2_1: 5 / 5
sky130_fd_sc_hd__inv_4: 0 / 1
sky130_fd_sc_hd__dfxtp_1: 14 / 14
sky130_fd_sc_hd__clkbuf_8: 0 / 6
sky130_fd_sc_hd__nor4b_1: 1 / 1
sky130_fd_sc_hd__or2_1: 3 / 3
sky130_fd_sc_hd__a21o_2: 1 / 1
sky130_fd_sc_hd__nor3_1: 1 / 1
sky130_fd_sc_hd__a31o_1: 1 / 1
sky130_fd_sc_hd__a21oi_1: 1 / 1
sky130_fd_sc_hd__conb_1: 1 / 63
sky130_fd_sc_hd__a211o_1: 1 / 1
sky130_fd_sc_hd__ha_1: 4 / 4
sky130_fd_sc_hd__nand2_1: 2 / 2
sky130_fd_sc_hd__inv_1: 5 / 5
sky130_fd_sc_hd__nor4_1: 1 / 1
-- power by group --
part	internal, uW	leakage, uW	total [uW]	switching, uW
registers	836	0.000232	870	34.2
clock network	337	0.0000476	545	208
logic	88.5	0.000403	199	111
-- kinds of logic (layout without fill, tap and decap cells) --
logic type / count (synthesis) / count (layout) / share of synthesized area (%)
flops: 27 / 27 / 47.39
simple gates: 22 / 22 / 8.931
buf+inv: 69 / 17 / 35.01
other cells: 1 / 63 / 0.2650
compound gates: 9 / 9 / 4.863
fa+ha+maj: 4 / 4 / 3.537
-- routing by layer --
layer	share of wire, %	GRT usage [%]	vias to the layer above
li1	-	-	321
met1	47	5.078	298
met2	47	7.126	37
met3	5.3	1.616	2
met4	0.31	0.6427	0
met5	0	0	-
-- layout make-up --
| cell class | instances | area, sq um | share of cell area, % |
|---|---|---|---|
| sequential | 27 | 670.6 | 48.20 |
| clock inverter | 1 | 6.256 | 0.4496 |
| tap | 70 | 87.58 | 6.295 |
| inverter | 6 | 22.52 | 1.619 |
| multi-input combinational | 98 | 481.7 | 34.62 |
| clock buffer | 6 | 82.58 | 5.935 |
| timing repair buffer | 4 | 40.04 | 2.878 |
-- path summary, 6_finish.rpt --
check / from / to / slack, ps / cells after the start
min in group clk0: addr[0]$_DFFE_PP_ / fetch_module.W_ADDR[0]$_DFFE_PP_ / 470 / 0
min reg2reg: state[10]$_DFF_P_ / state[0]$_DFF_P_ / 330 / 0
min: state[10]$_DFF_P_ / state[0]$_DFF_P_ / 330 / 0
max reg2reg: state[2]$_DFF_P_ / f_enable$_DFFE_PP_ / 270 / 3
max in group clk0: fetch_module.w_state[1]$_DFFE_PP_ / fetch_module.w_state[1]$_DFFE_PP_ / 280 / 5
max: state[2]$_DFF_P_ / f_enable$_DFFE_PP_ / 270 / 3
-- stage by stage --
stage / total power (uW) / instance area [sq um] / cells / hold WS, ps / worst slack [ps]
global placement: 1092 / 1303 / 205 / 311.8 / 273.0
global route: 1734 / 1391 / 212 / 339.8 / 126.5
finish: 1614 / 1391 / 212 / 331.7 / 273.4
detailed placement: 1094 / 1303 / 205 / 322.0 / 255.4
floorplan: 1111 / 1648 / 194 / 309.6 / 323.7
CTS: 1642 / 1391 / 212 / 338.1 / 254.3
-- state kept, by name, indices dropped and copies added (netlist names) --
name / flops
addr: 2
f_enable: 1
fetch_module.W_ADDR: 2
fetch_module.ack: 1
fetch_module.data_o: 1
fetch_module.state: 1
fetch_module.w_ack_local: 1
fetch_module.w_buff: 1
fetch_module.w_state: 2
op1: 1
state: 14
Power is estimated from default activity; no workload was simulated.
